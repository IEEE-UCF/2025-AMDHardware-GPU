### flow/design.v
module mux_n #(
    parameter int NUM_INPUTS = 4,
    parameter int DATA_WIDTH = 32
) (
    input logic [NUM_INPUTS-1:0][DATA_WIDTH-1:0] i_data_in,
    input logic [$clog2(NUM_INPUTS)-1:0] i_sel,
    output logic [DATA_WIDTH-1:0] o_data_out
);
    initial begin
      if ((NUM_INPUTS & (NUM_INPUTS - 1)) != 0 && NUM_INPUTS != 0) begin
          $fatal(1, "NUM_INPUTS must be a power of two");
      end
    end
    assign o_data_out = i_data_in[i_sel];
endmodule
### flow/run.sh
#!/bin/bash
# OpenROAD 26Q1-2900-gdf79404cd8, Yosys 0.63+post, stock flow scripts
make -C /OpenROAD-flow-scripts/flow DESIGN_CONFIG=/design/flow/config.mk WORK_HOME=/design/flow/orfs finish
### flow/config.mk
export PLATFORM = sky130hd
export DESIGN_NAME = mux_n
export DESIGN_NICKNAME = mux_n
export VERILOG_FILES = /design/flow/design.v
export SDC_FILE = /design/flow/constraint.sdc
export NUM_CORES = 4
export LEC_CHECK = 1
export CORE_AREA = 10 10 76 76
export DIE_AREA = 0 0 86 86
### flow/constraint.sdc
current_design mux_n

set clk_period 1.1
set clk_io_pct 0.2

create_clock -name clk0 -period $clk_period

set non_clock_inputs [all_inputs -no_clocks]
set_input_delay [expr $clk_period * $clk_io_pct] -clock clk0 $non_clock_inputs
set_output_delay [expr $clk_period * $clk_io_pct] -clock clk0 [all_outputs]
==> reports/qor.yml <==
design_power_total_mw: 0.777
finish.utilization_pct: 56.8
finalWorstSetupSlack_ns: -0.300
drt_pre_antenna_iters: 6
run_status: "finished, violations left"
layout.cell_area.non_filler_mm2: 0.00234
placed_area_mm2: 0.00247
ys.warnings.count: 1
slew-limit-headroom_pct: 93.3
failed_checks: "negative setup slack"
die_y_um: 86
ys_cells: 39
top_area_cell: "sky130_fd_sc_hd__mux4_2"
wire_length_of_the_first_global_routing_pass_um: 8890
grt_overflow_total: 0
synth_top_area_share_pct: 82.9
synth.lib_cells_used.distinct: 5
tightest_slew_ns: 0.101
clock.fmax_mhz: 715
final_critical_path_share_of_the_clock_period_pct: 127
floorplan.core_util_pct: 19.8
cts.hold.buffers_added: 0
area.growth.synth_to_final_pct: 187
finalWirelength_um: 6110
hold_path_class: "primary input to output port"
rsz0062_at_grt: "true"
route.detailed.drc: 0
number_of_global_route_vias_before_repair: 1439
synthTopCellsByArea: "sky130_fd_sc_hd__mux4_2 (83%), sky130_fd_sc_hd__buf_12 (7.4%), sky130_fd_sc_hd__mux4_1 (6.5%), sky130_fd_sc_hd__buf_2 (1.8%), sky130_fd_sc_hd__buf_6 (1.4%)"
vias_per_cell: 4.70
grt_start_max_net_pins: 17
clock_buffers: 0
timing.critical_path.to_type: "output port"
cp_data_required_time_ns: 0.88
crit_path_top_delay_cell: "sky130_fd_sc_hd__mux4_2"
post_drt_wl_per_cell_um: 23.6
detailedRoute.firstIterationViolations: 35
max-cap-violations: 0
yosysChipArea_um2: 815
placement.io_buffers: 162
post_synth.cell_area_avg_um2: 20.9
design.seq.count: 0
synth.yosys.seq_area_share_pct: 0
worstPathMaxFanout: 8
critPathKind: "primary input to output port"
mappedNetlistArea_um2: 815
die_area_mm2: 0.00740
setup-violations-final: 32
power.leakage_nw: 1.14
area.sequential_um2: 0
warnings: 36
timing.critical_path.arrival_ns: 1.18
grtUsageTotal_pct: 16.0
vdd_drop_max_v: 0.000158
detailed_route_via_count: 1218
report.final.hold_viol_count: 0
antenna_violations_before_repair: 2
crit_path_max_incr_delay_ns: 0.47
crit_chain: "buf_12 > buf_12 > buf_4 > mux4_2 > buf_2"
fp-row-count: 23
gp_congestion: 0.902
coreArea_mm2: 0.00412
power_per_cell_area_mw_per_mm2: 332
place.detailed.hpwl_um: 5280
final_layout_top_logic_cell: "sky130_fd_sc_hd__dlygate4sd2_1"
worst_path_most_repeated_cell: "sky130_fd_sc_hd__buf_12"
tally_of_nets_with_antenna_violations_remaining_after_routing: 0
final_period_minus_worst_setup_slack_ns: 1.40
drive_above_1_share_pct: 38.2
layout_top_cells_excl_fill_tap: "sky130_fd_sc_hd__dlygate4sd2_1 (127), sky130_fd_sc_hd__mux4_2 (32), sky130_fd_sc_hd__buf_2 (32)"
fp.dieW_um: 86
io_pins: 162
final_max_slew_viols: 0
worstSetupStartpointType: "primary input"
syn_inst: 39
==> Yosys cell counts <==
library cell,n
sky130_fd_sc_hd__buf_2,3
sky130_fd_sc_hd__mux4_2,30
sky130_fd_sc_hd__buf_12,3
sky130_fd_sc_hd__buf_6,1
sky130_fd_sc_hd__mux4_1,2
==> layout make-up <==
cell class | count | area [µm²]
repair buffers | 175 | 1550
fillers | 419 | 1780
diodes | 2 | 5.00
well taps | 50 | 62.6
multi-input cells | 32 | 721
==> power by group <==
group	internal, mW	leakage (nW)	switching, mW
Combinational	0.580	1.14	0.196
Clock	0.000000243	0.0000127	0
Sequential	0	0	0
==> repair_timing <==
| item | in CTS | in global routing |
|---|---|---|
| setup endpoints to repair | 32 | 32 |
| setup buffers | 6 | 0 |
| gates cloned | 4 | 0 |
| resized | 246 | 1 |
==> critical path, delay by kind of cell <==
family	cells	cell delay, ns
buf+inv	4	0.48
mux	1	0.47
==> per-stage QoR <==
stage	setup TNS [ns]	std cells	hold WS (ns)	worst slack, ns
4_1_cts	-7.58	257	0.922	-0.306
6_report	-7.30	259	0.919	-0.300
3_5_place_dp	-26.28	247	1.47	-0.850
5_1_grt	-8.39	259	0.940	-0.346
3_3_place_gp	-26.63	247	1.47	-0.858
2_1_floorplan	-0.949	39	0.526	-0.0316
==> layer usage <==
layer / track usage (%) / vias up / wire, µm
met3: 7.91 / 0 / 809
met1: 17.6 / 582 / 2030
li1: - / 548 / -
met4: 0.749 / 0 / 0
met5: 0 / - / 0
met2: 28.4 / 88 / 3270
==> path summary, 6_finish.rpt <==
| path | cells past startpoint | start | end |
|---|---|---|---|
| max | 5 | i_sel[0] | o_data_out[16] |
| min | 3 | i_data_in[94] | o_data_out[30] |
==> kinds of logic after synthesis <==
family | count (synthesis) | share of synthesized area, %
mux | 32 | 89.4
buf+inv | 7 | 10.6
No activity file was given, so power comes from the tool's default toggle rates.
