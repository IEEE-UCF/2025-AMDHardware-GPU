### ./design.v
module mmu #(
    parameter int ADDR_WIDTH = 32
) (
    input logic clk,
    input logic rst_n,
    input logic [ADDR_WIDTH-1:0] i_base_addr,
    input logic [ADDR_WIDTH-1:0] i_bound_addr,
    input logic i_valid,
    input logic [ADDR_WIDTH-1:0] i_virtual_addr,
    output logic o_valid,
    output logic [ADDR_WIDTH-1:0] o_physical_addr,
    output logic o_error
);
  logic [ADDR_WIDTH-1:0] base_reg, bound_reg;
  always_ff @(posedge clk or negedge rst_n) begin
    if (!rst_n) begin
      base_reg  <= '0;
      bound_reg <= '0;
    end else begin
      base_reg  <= i_base_addr;
      bound_reg <= i_bound_addr;
    end
  end
  assign o_physical_addr = base_reg + i_virtual_addr;
  assign o_error = (i_virtual_addr >= bound_reg);
  assign o_valid = i_valid & !o_error;
endmodule
### ./run.sh
#!/bin/bash
# OpenROAD 26Q1-2900-gdf79404cd8, Yosys 0.63+post, stock flow scripts
make -C /OpenROAD-flow-scripts/flow DESIGN_CONFIG=/design/flow/config.mk WORK_HOME=/design/flow/orfs finish
### ./config.mk
export PLATFORM = sky130hd
export DESIGN_NAME = mmu
export DESIGN_NICKNAME = mmu
export VERILOG_FILES = /design/flow/design.v
export SDC_FILE = /design/flow/constraint.sdc
export NUM_CORES = 4
export LEC_CHECK = 1
export CORE_UTILIZATION = 50
### ./constraint.sdc
current_design mmu

set clk_period 13.2
set clk_io_pct 0.2

create_clock -name clk0 -period $clk_period [get_ports {clk}]

set non_clock_inputs [all_inputs -no_clocks]
set_input_delay [expr $clk_period * $clk_io_pct] -clock clk0 $non_clock_inputs
set_output_delay [expr $clk_period * $clk_io_pct] -clock clk0 [all_outputs]
==> results.toml <==
# yosys + openroad results
[route]
post_drt_wl_per_cell_um = 13.78
drc = 0
num_vias = 3377
wirelength_mm = 8.848
drtPass1Iterations = 4
via_per_inst = 5.260
drtAntennaViolNets = 0
drt_iter0_markers = 112
n_antenna_cell = 0

[logic_synthesis]
synthSimpleGateAreaFrac = 0.08146
edf_count = 0
ys_warn_count = 1
ys_sh_aoi = 0.2176
ys_cells = 397
synth-main-ff-cell = "dfrtp_1"
syn_inst = 397
ys_area_sq_mm = 0.004070
synth_area_per_cell_sq_um = 10.25
xor_share = 0.06456
logic_family = "AND-OR/OR-AND gates"
synth_flops = 64
synth_cell_types = 45
syn_area_sq_mm = 0.004070
synth.mux.area_fraction = 0
async_flop_share = 1.000
adder_share = 0.1986
postSynthSeqShare = 0.3935

[flow_run]
maxCapViolCount = 0
stage_log_warnings = 26

[sta]
period_used_share = 0.6516
finalHoldViolCount = 0
tightestPinTransition_ns = 0.6117
maxSlewHeadroom = 0.5922
fmax_mhz = 116.3
tns_ns = 0
rsz0062_at_grt = "no"
setup_violations = 0
fin_crit_ns = 8.601
finalMaxSlewViolations = 0

[critical_path]
cp.required_ns = 10.56
crit_chain = "clkdlybuf4s50_1 -> ha_1 -> fa_1 -> a21o_1 -> a221oi_2 -> o21bai_4 -> a31oi_4 -> o21ai_4 -> a41oi_4 -> o41ai_2 -> xor2_1 -> clkdlybuf4s50_1"
max_stage_delay_ns = 0.50
slowest_stage = "clkdlybuf4s50_1"
critical_path.max_fanout = 4
crit_type = "input port to primary output"
arrival_ns = 5.96
endpoint_kind = "primary output"
start_kind = "input port"
cpMostUsedCell = "clkdlybuf4s50_1"

[placement]
port_buffers = 132
place_congestion = 0.9141
dpl.cell_count = 626
dp_hpwl_mm = 7.242
dpl_cell_area_sq_mm = 0.005499

[global_route]
globalRouteTotalUtil = 0.2300
gr-total-overflow = 0
antenna_found_initial = 0
grt_pass1_wl_mm = 15.09
grt_max_degree = 40
grt_pass1_vias = 3414

[pwr]
power.total_mw = 0.5647
leakage_nw = 2.684
ir_worst_vdd_mv = 0.07793
seq_power_share = 0.369
pwr-share-clk = 0.302
power_density_mw_per_mm2 = 98.99
comb_power_share = 0.328
p_int_mw = 0.4073
netSwitchingFraction = 0.2786
power_switching_mw = 0.1573

[clock_network]
postCtsSetupBuffers = 0
tritoncts = "yes"
cts-root-buf = "clkbuf_8"
clk_pin_slew_ns = 0.07
clock_sinks = 64
h-tree-depth = 3
numCtsBuffers = 9
hold_buffers = 0
cts-resized-gates = 0
cts_buffer_depth = 2

[layout]
design_area_sq_mm = 0.005704
area_delta_synth_final_pct = 40.15
stdcell_count = 642
drive_above_1_share = 0.06296

[floorplanning]
die_area_sq_mm = 0.008505
io_pins = 133
initial_utilization = 0.5213
die_h_um = 92.23
core_sq_mm = 0.007807
die_x_um = 92.23
rows = 32

[worst_hold_path]
min_path_type = "input port to async pin"

[outcome]
outcome = "complete, no violations"
==> metrics by stage <==
step,setup slack (ns),hold WS [ns],util
floorplan,5.843,2.344,-
global placement,4.642,2.692,0.7043
detailed placement,4.642,2.691,0.7043
CTS,4.594,2.319,0.7306
global route,4.434,2.354,0.7306
finish,4.599,2.307,0.7306
==> layer usage <==
metal	up-vias	global-route usage	routed length, um
li1	1699	-	-
met1	1539	0.3335	3903
met2	132	0.3769	4114
met3	7	0.05570	747
met4	0	0.02083	82
met5	-	0	0
==> cell families (layout without fill, tap and decap cells) <==
| group | Yosys count | count (layout) |
|---|---|---|
| compound gates | 121 | 121 |
| xor+xnor | 30 | 30 |
| fa+ha+maj | 64 | 64 |
| buf+inv | 48 | 191 |
| flops | 64 | 64 |
| simple gates | 70 | 70 |
==> path summary, 6_finish.rpt <==
kind	start	endpoint	slack, ns	cells past startpoint
max in group asynchronous	rst_n	base_reg[10]	10.00	2
min	rst_n	bound_reg[14]	2.31	1
min in group clk0	i_base_addr[24]	base_reg[24]	2.73	1
max	i_virtual_addr[0]	o_physical_addr[30]	4.60	12
==> power by group through the flow <==
stage	Combinational, mW	Sequential [mW]	Clock (mW)
6_report	0.185	0.209	0.171
4_1_cts	0.187	0.209	0.178
5_1_grt	0.206	0.210	0.186
==> synthesized netlist by cell type (2+ instances only) <==
cell type	number	area, sq um
a211oi_1	3	22.52
a21o_1	30	225.2
a21oi_1	36	180.2
a221oi_2	3	45.04
a31oi_1	3	18.77
and3_1	2	12.51
clkbuf_1	6	22.52
dfrtp_1	64	1602
ha_1	63	788.3
inv_1	42	157.7
nand2_1	17	63.81
nand2b_1	3	18.77
nand3_1	7	35.03
nand4_1	13	81.33
nor2_1	21	78.83
nor3_1	3	15.01
o211ai_1	2	15.01
o21ai_0	19	95.09
o21ai_1	3	15.01
o21bai_1	3	22.52
o41ai_2	2	32.53
xnor2_1	21	183.9
xor2_1	9	78.83
==> worst max-delay path, delay by kind of cell <==
family | cells | cell delay [ns]
xor+xnor | 1 | 0.17
fa+ha+maj | 2 | 0.65
buf+inv | 2 | 0.93
compound gates | 7 | 1.57
==> layout by cell type (no fill, tap or decap), types with 3 or more instances in the layout <==
cell type	count
clkbuf_8	10
nand2b_1	3
nand4_1	13
nand3_1	7
o21ai_1	3
o21ai_0	19
clkdlybuf4s50_1	131
o21bai_1	3
xnor2_1	21
a21oi_1	36
a31oi_1	3
a211oi_1	3
nor2_1	21
inv_1	42
nor3_1	3
ha_1	63
nand2_1	17
a221oi_2	3
dfrtp_1	64
a21o_1	30
xor2_1	9
==> area by class of cell <==
type	count	area, sq um
inverters	42	157.7
fillers	560	2103
flip-flops and latches	64	1602
well taps	102	127.6
clock inverters	6	67.56
clock buffers	10	137.6
multi-input cells	285	2288
repair buffers	133	1324
Power figures rest on the tool's default switching activity, not on a simulated workload.
